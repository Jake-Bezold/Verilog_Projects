## ./design.v

```verilog
`timescale 1ns / 1ps
module Behavioral_adder(
    input [63:0] a,
    input [63:0] b,
    output [64:0] sum
    );
    assign sum = a + b;
endmodule
```

## ./run.sh

```bash
#!/bin/bash
# OpenROAD 26Q1-2900-gdf79404cd8, Yosys 0.63+post, stock flow scripts
make -C /OpenROAD-flow-scripts/flow DESIGN_CONFIG=/design/flow/config.mk WORK_HOME=/design/flow/orfs finish
```

## ./config.mk

```make
export PLATFORM = sky130hd
export DESIGN_NAME = Behavioral_adder
export DESIGN_NICKNAME = Behavioral_adder
export VERILOG_FILES = /design/flow/design.v
export SDC_FILE = /design/flow/constraint.sdc
export NUM_CORES = 4
export LEC_CHECK = 1
export CORE_AREA = 10 10 134 134
export DIE_AREA = 0 0 144 144
```

## ./constraint.sdc

```tcl
current_design Behavioral_adder

set clk_period 20.4
set clk_io_pct 0.2

create_clock -name clk0 -period $clk_period

set non_clock_inputs [all_inputs -no_clocks]
set_input_delay [expr $clk_period * $clk_io_pct] -clock clk0 $non_clock_inputs
set_output_delay [expr $clk_period * $clk_io_pct] -clock clk0 [all_outputs]
```

==> flow_summary.yaml <==
# physical design summary
cells_and_area:
  logic_area_mm2: 0.00377
  drive_gt1_frac: 0.0280
  utilization: 0.396
  layout_top_cells: "clkdlybuf4s50_1 (193), a21oi_1 (68), ha_1 (64)"
  regArea_um2: 0
  fill_cells: 1585
  final_layout_top_logic_cell: "clkdlybuf4s50_1"
  area_growth_pct: 50.3
  ff_count: 0
  clkbuf_count: 0
grt:
  grt_pass1_vias: 4806
  grt_max_degree: 14
  overflow: 0
  grt_usage: 0.150
  antenna_found_initial: 0
  grt_pass1_wl_mm: 25.4
power:
  pwr-share-clk: 0
  p_switching_mw: 0.0928
  leakagePower_nw: 2.47
  power_density_mw_per_mm2: 35.6
  swShare: 0.435
  power_frac_seq: 0
  intPower_mw: 0.121
  comb_power_share: 1.000
  ir_drop_uv: 15.8
synth:
  yosys_area_mm2: 0.00399
  yosysUniqueCellTypes: 66
  syn_area_mm2: 0.00399
  synth.avg_cell_area_um2: 6.76
  yosys_cells: 590
  synth_cells: 590
  yosys.stat.seqShare: 0
  synth_warnings: 0
  synthTopCellsByArea: "ha_1 (20%), a21oi_1 (8.5%), xnor2_1 (7.7%)"
  top_cell_area_share: 0.201
  synth_area_leader_cell: "ha_1"
route:
  drtPass1Iterations: 5
  vias: 4865
  drt_iter0_markers: 230
  num_antenna_cells: 0
  wl_mm: 16.0
  post_drt_wl_per_cell_um: 17.1
  drcViolationCount: 0
  via_per_inst: 5.19
  antenna_left: 0
die:
  rows: 45
  fp_util: 0.263
  io-pin-count: 193
  die_h_um: 144
  die_x_um: 144
  chip_area_mm2: 0.0207
  core_mm2: 0.0151
cts:
  post_cts_buffers: 0
  cts_resized: 0
  cts_hold_repair.buffers: 0
hold_path:
  hold_class: "input pin to output port"
worst_setup_path:
  arrival_ns: 7.70
  criticalPathCategory: "input pin to output port"
  critPathLaunchType: "input pin"
  cp.required_ns: 16.32
  crit_path_end_kind: "output port"
  worst-path-max-fanout: 4
sta:
  post-route-period-util: 0.578
  slew-limit-headroom: 0.611
  max_freq_ghz: 0.0849
  worst_pin_slew_ns: 0.577
  finalMaxSlewViolations: 0
  min_period_ns: 11.78
  hold_ws_ns: 9.19
  tns_ns: 0
  setup_viol: 0
  hold_viol: 0
  rsz0062_at_grt: "no"
placement:
  place_congestion: 0.894
  io_buffers: 193
  hpwl_mm: 14.2
status:
  outcome: "complete, no violations"
flow_run:
  maxCapViolations: 0
  warning_count: 32
## area by class of cell
type	instances	area share
multi-input cells	541	0.629
well taps	188	0.0393
repair buffers	193	0.322
inverters	15	0.00940
## routing by layer
layer	GRT usage	wire [um]
met1	0.197	6970
met2	0.256	7790
met3	0.0323	1170
met4	0.00913	110
met5	0	0
## synth_stat cells (3+ instances only)
master / count
a21oi_1: 68
ha_1: 64
nand2_1: 54
nor2_1: 46
o21ai_0: 45
a21o_1: 35
xnor2_1: 35
nand4_1: 26
xor2_1: 22
clkbuf_1: 21
inv_1: 15
nor3_1: 15
a31oi_1: 10
buf_2: 10
nand3_1: 10
o21bai_1: 9
or3_1: 9
a211oi_1: 8
o21ai_1: 7
and4_1: 6
o21a_1: 6
nor2b_1: 5
nor4_1: 5
and3_1: 4
o31ai_1: 4
buf_6: 3
## critical path, cell delays in order
cell and delay, ns:
clkdlybuf4s50_1 0.40, ha_1 0.22, fa_1 0.40, a21o_1 0.22
a221oi_2 0.39, o31a_1 0.27, nor3b_1 0.09, o21ai_1 0.23
a21oi_1 0.15, o21a_1 0.24, a221o_1 0.36, xor2_1 0.13
clkdlybuf4s50_1 0.51
## power groups by stage
stage | Combinational [mW] | Clock (mW) | Sequential, mW
4_1_cts | 0.216 | 0 | 0
5_1_grt | 0.236 | 0 | 0
6_report | 0.213 | 0 | 0
## cells by family after synthesis
family,after synthesis,share of synthesized area
AND-OR/OR-AND,225,0.370
buffers and inverters,49,0.0549
adder cells (fa/ha/maj),65,0.206
multiplexers,1,0.00251
AND/OR/NAND/NOR,193,0.241
XOR/XNOR,57,0.125
## metrics by stage
step,worst slack (ns),power [mW],instances,cell area (um^2)
2_1_floorplan,9.92,0.103,590,3990
3_3_place_gp,8.64,0.216,937,5990
3_5_place_dp,8.58,0.214,937,5990
4_1_cts,8.56,0.216,937,5990
5_1_grt,8.32,0.236,937,5990
6_report,8.62,0.213,937,5990
## worst paths after layout
check / start / to / slack (ns) / depth (start not counted)
setup / recovery: a[0] / sum[62] / 8.62 / 13
hold / removal: b[0] / sum[0] / 9.19 / 3
Power figures rest on the tool's default switching activity, not on a simulated workload.
