==> flow/design.v <==
`timescale 1ns / 1ps
module full_Adder(
    input a,
    input b,
    input c_in,
    output sum,
    output c_out
    );
    wire s1, s2, s3;
    assign s1 = a ^ b;
    assign s2 = s1 & c_in;
    assign s3 = a & b;
    assign sum = s1 ^ c_in;
    assign c_out = s2 | s3;
endmodule
module Ripple_Adder_64(
    input [63:0] a,
    input [63:0] b,
    input c_in,
    output [63:0] sum,
    output c_out
    );
    wire c1, c2, c3, c4, c5, c6, c7, c8, c9, c10, c11, c12, c13, c14, c15, c16, c17, c18, c19, c20, c21, c22, c23, c24, c25, c26, c27, c28, c29, c30;
    wire c31, c32, c33, c34, c35, c36, c37, c38, c39, c40, c41, c42, c43, c44, c45, c46, c47, c48, c49, c50, c51, c52, c53, c54, c55, c56, c57, c58;
    wire c59, c60, c61, c62, c63;
    full_Adder FA0(a[0], b[0], c_in, sum[0], c1);
    full_Adder FA1(a[1], b[1], c1, sum[1], c2);
    full_Adder FA2(a[2], b[2], c2, sum[2], c3);
    full_Adder FA3(a[3], b[3], c3, sum[3], c4);
    full_Adder FA4(a[4], b[4], c4, sum[4], c5);
    full_Adder FA5(a[5], b[5], c5, sum[5], c6);
    full_Adder FA6(a[6], b[6], c6, sum[6], c7);
    full_Adder FA7(a[7], b[7], c7, sum[7], c8);
    full_Adder FA8(a[8], b[8], c8, sum[8], c9);
    full_Adder FA9(a[9], b[9], c9, sum[9], c10);
    full_Adder FA10(a[10], b[10], c10, sum[10], c11);
    full_Adder FA11(a[11], b[11], c11, sum[11], c12);
    full_Adder FA12(a[12], b[12], c12, sum[12], c13);
    full_Adder FA13(a[13], b[13], c13, sum[13], c14);
    full_Adder FA14(a[14], b[14], c14, sum[14], c15);
    full_Adder FA15(a[15], b[15], c15, sum[15], c16);
    full_Adder FA16(a[16], b[16], c16, sum[16], c17);
    full_Adder FA17(a[17], b[17], c17, sum[17], c18);
    full_Adder FA18(a[18], b[18], c18, sum[18], c19);
    full_Adder FA19(a[19], b[19], c19, sum[19], c20);
    full_Adder FA20(a[20], b[20], c20, sum[20], c21);
    full_Adder FA21(a[21], b[21], c21, sum[21], c22);
    full_Adder FA22(a[22], b[22], c22, sum[22], c23);
    full_Adder FA23(a[23], b[23], c23, sum[23], c24);
    full_Adder FA24(a[24], b[24], c24, sum[24], c25);
    full_Adder FA25(a[25], b[25], c25, sum[25], c26);
    full_Adder FA26(a[26], b[26], c26, sum[26], c27);
    full_Adder FA27(a[27], b[27], c27, sum[27], c28);
    full_Adder FA28(a[28], b[28], c28, sum[28], c29);
    full_Adder FA29(a[29], b[29], c29, sum[29], c30);
    full_Adder FA30(a[30], b[30], c30, sum[30], c31);
    full_Adder FA31(a[31], b[31], c31, sum[31], c32);
    full_Adder FA32(a[32], b[32], c32, sum[32], c33);
    full_Adder FA33(a[33], b[33], c33, sum[33], c34);
    full_Adder FA34(a[34], b[34], c34, sum[34], c35);    
    full_Adder FA35(a[35], b[35], c35, sum[35], c36);
    full_Adder FA36(a[36], b[36], c36, sum[36], c37);
    full_Adder FA37(a[37], b[37], c37, sum[37], c38);
    full_Adder FA38(a[38], b[38], c38, sum[38], c39);
    full_Adder FA39(a[39], b[39], c39, sum[39], c40);
    full_Adder FA40(a[40], b[40], c40, sum[40], c41);
    full_Adder FA41(a[41], b[41], c41, sum[41], c42);
    full_Adder FA42(a[42], b[42], c42, sum[42], c43);
    full_Adder FA43(a[43], b[43], c43, sum[43], c44);
    full_Adder FA44(a[44], b[44], c44, sum[44], c45);
    full_Adder FA45(a[45], b[45], c45, sum[45], c46);
    full_Adder FA46(a[46], b[46], c46, sum[46], c47);
    full_Adder FA47(a[47], b[47], c47, sum[47], c48);
    full_Adder FA48(a[48], b[48], c48, sum[48], c49);
    full_Adder FA49(a[49], b[49], c49, sum[49], c50);
    full_Adder FA50(a[50], b[50], c50, sum[50], c51);
    full_Adder FA51(a[51], b[51], c51, sum[51], c52);
    full_Adder FA52(a[52], b[52], c52, sum[52], c53);
    full_Adder FA53(a[53], b[53], c53, sum[53], c54);
    full_Adder FA56(a[56], b[56], c56, sum[56], c57);
    full_Adder FA57(a[57], b[57], c57, sum[57], c58);
    full_Adder FA58(a[58], b[58], c58, sum[58], c59);
    full_Adder FA59(a[59], b[59], c59, sum[59], c60);
    full_Adder FA60(a[60], b[60], c60, sum[60], c61);
    full_Adder FA61(a[61], b[61], c61, sum[61], c62);
    full_Adder FA62(a[62], b[62], c62, sum[62], c63);
    full_Adder FA63(a[63], b[63], c63, sum[63], c_out);
endmodule
==> flow/run.sh <==
#!/bin/bash
# OpenROAD 26Q1-2900-gdf79404cd8, Yosys 0.63+post, stock flow scripts
make -C /OpenROAD-flow-scripts/flow DESIGN_CONFIG=/design/flow/config.mk WORK_HOME=/design/flow/orfs finish
==> flow/config.mk <==
export PLATFORM = sky130hd
export DESIGN_NAME = Ripple_Adder_64
export DESIGN_NICKNAME = Ripple_Adder_64
export VERILOG_FILES = /design/flow/design.v
export SDC_FILE = /design/flow/constraint.sdc
export NUM_CORES = 4
export LEC_CHECK = 1
export CORE_AREA = 10 10 123 123
export DIE_AREA = 0 0 133 133
==> flow/constraint.sdc <==
current_design Ripple_Adder_64

set clk_period 41.7
set clk_io_pct 0.2

create_clock -name clk0 -period $clk_period

set non_clock_inputs [all_inputs -no_clocks]
set_input_delay [expr $clk_period * $clk_io_pct] -clock clk0 $non_clock_inputs
set_output_delay [expr $clk_period * $clk_io_pct] -clock clk0 [all_outputs]
==> results.txt <==
impl run done, here's what came out: Post-Syn Area=0.00177 mm², Dominant cell area share=68.0%, Flop area=0 µm², Netlist cell types=6, Detail Route Antenna Nets=0, Core Util at FP=14.0%, Placed Area=0.00338 mm², Seq cells=0, final hold vios=0, maximum clock frequency=25.5 MHz, run status=completed, Critical Path Most Common Cell=fa_1, DP HPWL=6510 µm, syn avg cell area=12.5 µm², Main logic family=adder cells, largest area contributor in the synthesized netlist=fa_1, top cells by area=fa_1 68%, buf_4 27%, inv_1 3.0%, Simple Share, Synth=0.213%, I/O pin cnt=194, Die Ht=133 µm, Routed WL=6630 µm, yosys stat area=0.00177 mm², Syn. warnings=3, worst path buffer plus inverter count=4, setup TNS=0 ps, area fraction in compound gates=0%, vias in the first global route=1779, Placer Congestion=0.818, total grt overflow=0, worst vdd ir=0.00000634 V, DRT iter0 DRCs=8, nature of the critical path endpoint=output port, unrepaired setup endpoints after global routing=false, Tcrit/Tclk final=94.1%, CP top delay family=adder cells, Crit path arrival time=30890 ps, P&R area growth vs syn=91.4%, Seq share, synth=0%, first-pass GRT wire length=10200 µm, Port Buf Inserts=187, vias=1396, kind of critical path=in2out, pwr dens=14.7 mW/mm², Adder Area Share=68.0%, tool warnings=36, standard-cell row count=41, n_diodes=0, DR pass1 iterations=2, clkbuf count=0, # DRC=0, Die Width=133 µm, post-CTS setup buffer count=0, fraction of layout instances using a drive strength above 1=0%, Gates resized, CTS repair=0, min cycle time layout=39230 ps, GRT Total Usage=7.46%, area fraction in mux cells=0%, WL per Instance=15.1 µm, Design Area, Final=0.00338 mm², hold-fix buffers at CTS=0, Startpoint Class=input port, core area=0.0126 mm², Worst EP required=33360 ps, largest net degree at the start of global routing=2, fin. max-slew vios=0, CP max stage delay=470 ps, leakage power=0.00127 µW, critical-path cell with the highest stage delay=fa_1, worst hold path type=in2out, ys cells=141, post-synthesis cell count=141, CP max FO=1, chip area=0.0177 mm², XORs/XNORs by Area=1.35%, Final setup viols=0, vias per cell=3.19, max_cap viols=0, initial antenna violation count=0
## cell usage in the layout (no fill, tap or decap), drive strengths merged
cell and n:
xor3 1, conb 3, nand2 1, clkdlybuf4s50 187
fa 60, inv 14
## cell families (layout without fill, tap and decap cells)
| kind of cell | Yosys count | after routing |
|---|---|---|
| XOR/XNOR | 1 | 1 |
| adder cells (fa/ha/maj) | 60 | 60 |
| buffers and inverters | 78 | 201 |
| other | 1 | 3 |
| AND/OR/NAND/NOR | 1 | 1 |
## area by class of cell
class,instances,area [µm²]
fill,1322,9190
timing repair buffer,187,1870
multi-input combinational,65,1240
tap,172,215
inverter,14,52.6
## cell usage after synthesis (all sizes together)
library cell	n
fa	60
conb	1
xor3	1
nand2	1
buf	64
inv	14
## power breakdown
part	switching, µW	internal, µW	total [µW]
clock network	0	0	0
registers	0	0	0
logic	13.3	36.5	49.8
## metrics by stage
stage | power [µW] | util [%] | instances | worst slack (ps) | hold slack [ps]
floorplan | 24.1 | - | 143 | 4570 | 16880
global route | 56.1 | 26.9 | 438 | 1750 | 17740
finish | 49.8 | 26.9 | 438 | 2470 | 17710
CTS | 51.5 | 26.9 | 438 | 2360 | 17720
global placement | 51.1 | 26.9 | 438 | 2460 | 17730
detailed placement | 51.3 | 26.9 | 438 | 2420 | 17710
## worst paths after layout
kind / from / to / slack, ps / cells after the start
worst max-delay path: a[0] / sum[53] / 2470 / 58
worst min-delay path: a[53] / sum[53] / 17710 / 3
## per-layer routing
layer | part of all wire [%] | track usage (%) | wire length (µm) | vias to the layer above
li1 | - | - | - | 592
met1 | 39 | 9.03 | 2600 | 634
met2 | 38 | 10.5 | 2540 | 170
met3 | 23 | 6.50 | 1500 | 0
met4 | 0 | 0 | 0 | 0
met5 | 0 | 0 | 0 | -
Power is estimated from default activity; no workload was simulated.
