`flow/run.sh`:
```
#!/bin/bash
# OpenROAD 26Q1-2900-gdf79404cd8, Yosys 0.63+post, stock flow scripts
make -C /OpenROAD-flow-scripts/flow DESIGN_CONFIG=/design/flow/config.mk WORK_HOME=/design/flow/orfs finish
```
`flow/constraint.sdc`:
```
current_design carryLookAhead

set clk_period 22.0
set clk_io_pct 0.2

create_clock -name clk0 -period $clk_period

set non_clock_inputs [all_inputs -no_clocks]
set_input_delay [expr $clk_period * $clk_io_pct] -clock clk0 $non_clock_inputs
set_output_delay [expr $clk_period * $clk_io_pct] -clock clk0 [all_outputs]
```
`flow/design.v`:
```
`timescale 1ns / 1ps
module fullAdder(
    input a,
    input b,
    input c_in,
    output p,
    output g,
    output sum,
    output c_out
    );
    wire s1;
    assign p     = a ^ b;
    assign g     = a & b;
    assign sum   = p ^ c_in;
    assign s1    = p & c_in;
    assign c_out = g | s1;
endmodule
module twoBitLookAhead(
    input [1:0] a,
    input [1:0] b,
    input c_in,
    output [1:0] sum,
    output c_out
    );
    wire p0, g0, p1, g1, c_temp, c1;
    fullAdder FA0(a[0], b[0], c_in, p0, g0, sum[0], c_temp);
    assign c1 = g0 | (p0 & c_in);
    fullAdder FA1(a[1], b[1], c1, p1, g1, sum[1], c_temp);
    assign c_out = g1 | (p1 & g0) | (p1 & p0 & c_in);
endmodule
module carryLookAhead(
    input [63:0] a,
    input [63:0] b,
    input c_in,
    output [63:0] sum,
    output c_out
    );
    wire c1, c2, c3, c4, c5, c6, c7, c8, c9, c10, c11, c12, c13, c14, c15, c16, c17, c18, c19, c20, c21, c22, c23, c24, c25, c26, c27, c28, c29, c30, c31;
    twoBitLookAhead A0(a[1:0], b[1:0], c_in, sum[1:0], c1);
    twoBitLookAhead A1(a[3:2], b[3:2], c1, sum[3:2], c2);
    twoBitLookAhead A2(a[5:4], b[5:4], c2, sum[5:4], c3);
    twoBitLookAhead A3(a[7:6], b[7:6], c3, sum[7:6], c4);
    twoBitLookAhead A4(a[9:8], b[9:8], c4, sum[9:8], c5);
    twoBitLookAhead A5(a[11:10], b[11:10], c5, sum[11:10], c6);
    twoBitLookAhead A7(a[13:12], b[13:12], c6, sum[13:12], c7);
    twoBitLookAhead A8(a[15:14], b[15:14], c7, sum[15:14], c8);
    twoBitLookAhead A9(a[17:16], b[17:16], c8, sum[17:16], c9);
    twoBitLookAhead A10(a[19:18], b[19:18], c9, sum[19:18], c10);
    twoBitLookAhead A11(a[21:20], b[21:20], c10, sum[21:20], c11);
    twoBitLookAhead A12(a[23:22], b[23:22], c11, sum[23:22], c12);
    twoBitLookAhead A13(a[25:24], b[25:24], c12, sum[25:24], c13);
    twoBitLookAhead A14(a[27:26], b[27:26], c13, sum[27:26], c14);
    twoBitLookAhead A15(a[29:28], b[29:28], c14, sum[29:28], c15);
    twoBitLookAhead A16(a[31:30], b[31:30], c15, sum[31:30], c16);    
    twoBitLookAhead A17(a[33:32], b[33:32], c16, sum[33:32], c17);
    twoBitLookAhead A18(a[35:34], b[35:34], c17, sum[35:34], c18);
    twoBitLookAhead A19(a[37:36], b[37:36], c18, sum[37:36], c19);
    twoBitLookAhead A20(a[39:38], b[39:38], c19, sum[39:38], c20);
    twoBitLookAhead A21(a[41:40], b[41:40], c20, sum[41:40], c21);
    twoBitLookAhead A22(a[43:42], b[43:42], c21, sum[43:42], c22);
    twoBitLookAhead A23(a[45:44], b[45:44], c22, sum[45:44], c23);
    twoBitLookAhead A24(a[47:46], b[47:46], c23, sum[47:46], c24);
    twoBitLookAhead A25(a[49:48], b[49:48], c24, sum[49:48], c25);
    twoBitLookAhead A26(a[51:50], b[51:50], c25, sum[51:50], c26);
    twoBitLookAhead A27(a[53:52], b[53:52], c26, sum[53:52], c27);
    twoBitLookAhead A28(a[55:54], b[55:54], c27, sum[55:54], c28);
    twoBitLookAhead A29(a[57:56], b[57:56], c28, sum[57:56], c29);
    twoBitLookAhead A30(a[59:58], b[59:58], c29, sum[59:58], c30);
    twoBitLookAhead A31(a[61:60], b[61:60], c30, sum[61:60], c31);
    twoBitLookAhead A32(a[63:62], b[63:62], c31, sum[63:62], c_out);
endmodule
```
`flow/config.mk`:
```
export PLATFORM = sky130hd
export DESIGN_NAME = carryLookAhead
export DESIGN_NICKNAME = carryLookAhead
export VERILOG_FILES = /design/flow/design.v
export SDC_FILE = /design/flow/constraint.sdc
export NUM_CORES = 4
export LEC_CHECK = 1
export CORE_AREA = 10 10 122 122
export DIE_AREA = 0 0 132 132
```
==> CHANGELOG.md <==
### Metrics

* Outcome: complete, no violations
* Count of final hold-check violations at 0
* Post-CTS setup repair buffer count at 0
* Count of clock-net buffers in the final layout at 0
* Kind of end point of the critical path: output pin
* Combined flip-flop and latch cell area at 0 um2
* Avg Cell Area, Syn at 9.033 um2
* Chip area at 17420 um2
* Port bufs at 194
* Slowest cell on the critical path: clkdlybuf4s50_1
* Critical path startpoint category: input port
* Seq share, synth at 0%
* Setup-violating endpoint count in the final report at 0
* Sequential fraction of design power at 0%
* Max-Slew Margin vs Limit at 75.48%
* Cell Count, Final, Fillers Out at 672
* # placed instances at 672
* CTS Hold Buffers Added at 0
* I/O Pins at 194
* Switch share at 35.40%
* Period Utilization, post-route at 56.38%
* Number of antenna violations at the first check in global routing at 2
* Cell Rows at 40
* Critical path required time at 17600 ps
* Internal Power at 0.00009591 W
* Post-synthesis cell count from yosys at 374
* Mapped Cells at 374
* Vias in the first global route at 3180
* LEAKAGE at 2.212 nW
* Post-Route WL at 9.922 mm
* Vias per Instance at 4.482
* Kind of critical path: in2out
* Number of warnings in the stage logs at 32
* Routed wirelength normalized by instance count at 14.76 um
* Number of sequential cells in the layout at 0
* Number of library cell types mapped by synthesis at 53
* Final hold slack at 9888 ps
* Total antenna diodes in the routed design at 0
* Worst-path cell chain: clkdlybuf4s50_1 > ha_1 > o21ai_2 > a21oi_1 > a221o_1 > o2bb2ai_1 > a2111oi_4 > o21ai_2 > o311ai_2 > nand3b_1 > fa_1 > xor2_1 > clkdlybuf4s50_1
* Unrepaired setup endpoints after global routing: false
* Global route overflow at 0
* Share of power burned in the clock network at 0%
* Detailed-placement wirelength estimate at 9.515 mm
* Area growth, synth to finish at 49.48%
* Post-Syn Area at 3378 um2
* Number of optimization iterations in the first detailed-route pass at 4
* Crit Path Max Fanout at 3
* Core Box Area at 12160 um2
* Final antenna-violating net count at 0
* Net switching component of the power at 0.00005256 W
* Placer Congestion at 0.8389
* Post-layout power at 0.0001485 W
* Count of unresolved DRC violations after routing at 0
* Final min period at 12400 ps
* Effective utilization at floorplan at 27.78%
* Summed area of non-filler cells in the final layout at 5050 um2
* Combinational share of power at 100.0%
* Max cap viols at 0
* Yosys warning tally at 0
* Global-route total usage across every layer at 11.24%
* Largest stage delay on the critical path at 480 ps
* Final Max Slew Viols at 0
* Worst ir drop on vdd at 0.01108 mV
* Dpl cell area at 5050 um2
* Arrival time of data at the critical path endpoint at 8000 ps
* Die X-Extent at 132 um
* Maximum number of pins on one net before global-route repair at 7
* Via count at 3012
* Yosys chip area at 3378 um2
* Summed negative setup slack over all endpoints at 0 ps
* Leading cell types in the layout, fill and taps excluded: 194 x clkdlybuf4s50_1, 64 x ha_1, 32 x fa_1
* Die outline height at 132 um
* Timing-limited maximum frequency at 80.63 MHz
* Global-route wire length before repair at 16.37 mm
* Most frequent logic cell in the layout: clkdlybuf4s50_1
* Total power divided by cell area at 29.40 nW/um2
* HP Class: in2out
* Share of layout cells above drive strength 1 at 4.365%
* Worst-Margin Slew at 367.9 ps
* Number of cells upsized or downsized after cts at 0
* Drt first-iter violations at 59
power by group through the flow:
stage                 clock network [W]  logic [W]  registers (W)
after CTS                             0   0.000153              0
after global routing                  0   0.000166              0
final                                 0   0.000148              0
layer usage:
metal | up-vias | share of wire [%] | global-route usage, %
li1 | 1536 | - | -
met3 | 2 | 9.5 | 3.793
met2 | 109 | 47 | 19.14
met1 | 1363 | 43 | 14.35
met4 | 2 | 0.020 | 0
met5 | - | 0.13 | 0
logic make-up (layout without fill, tap and decap cells):
| family | count (synthesis) | after routing | synth area share [%] |
|---|---|---|---|
| AND/OR/NAND/NOR | 59 | 59 | 9.408 |
| adder cells (fa/ha/maj) | 96 | 96 | 42.67 |
| XOR/XNOR | 32 | 32 | 8.296 |
| AND-OR/OR-AND | 98 | 98 | 22.63 |
| buffers and inverters | 89 | 219 | 17.00 |
metrics by stage:
| stage | setup WS [ps] | util, % |
|---|---|---|
| after detailed placement | 9604 | 41.52 |
| final | 9597 | 41.52 |
| after global placement | 9615 | 41.52 |
| after floorplan | 10690 | - |
| after CTS | 9594 | 41.52 |
| after global routing | 9321 | 41.52 |
path summary, 6_finish.rpt:
path   from      end  cells after the start  slack (ps)
min    b[4]   sum[4]                      5        9890
max   a[38]  sum[63]                     13        9600
area by class of cell:
type | count | area (um2)
well taps | 168 | 210.2
fillers | 1182 | 7112
inverters | 25 | 93.84
repair buffers | 194 | 1942
multi-input cells | 285 | 2804
worst max-delay path: cells and delay by family:
kind | cells | cell delay [ps]
adders and majority gates | 2 | 730
buffers and inverters | 2 | 930
and+or+nand+nor | 1 | 140
xor gates and xnor gates | 1 | 140
AOI/OAI and AO/OA | 7 | 1650
synth_stat cells, drive strengths merged (2+ instances only):
| library cell | instances | share of area (%) |
|---|---|---|
| buf | 64 | 14 |
| ha | 64 | 24 |
| fa | 32 | 19 |
| xor2 | 29 | 7.5 |
| inv | 25 | 2.8 |
| a21oi | 24 | 4.0 |
| nand2 | 20 | 2.2 |
| a21o | 19 | 4.3 |
| o21ai | 19 | 3.1 |
| nor2 | 7 | 0.78 |
| nor3 | 7 | 1.3 |
| nand3 | 6 | 0.89 |
| a211oi | 5 | 1.4 |
| nand4 | 5 | 0.93 |
| o21a | 5 | 1.1 |
| nand2b | 4 | 0.74 |
| and3 | 3 | 0.56 |
| o31ai | 3 | 0.67 |
| xnor2 | 3 | 0.78 |
| a2111oi | 2 | 1.6 |
| a22oi | 2 | 0.59 |
| a31o | 2 | 0.52 |
| nand4b | 2 | 0.96 |
| o211ai | 2 | 0.44 |
| o2bb2ai | 2 | 1.1 |
| o311ai | 2 | 0.74 |
| or2 | 2 | 0.37 |
No activity file was given, so power comes from the tool's default toggle rates.
